==> flow/design.v <==
module digital_temp_monitor_top (
    input  wire [7:0] ui_in,     
    output wire [7:0] uo_out,    
    input  wire [7:0] uio_in,    
    output wire [7:0] uio_out,   
    output wire [7:0] uio_oe,    
    input  wire       ena,       
    input  wire       clk,       
    input  wire       rst_n      
);
  assign uio_oe  = 8'b00111011; 
  assign uio_out[7:6] = 2'b00;
  assign uio_out[2] = 1'b0;
  wire sel_ob_LSB;
  wire sel_CorF;
  wire sel_disp_mode;
  assign sel_disp_mode = ui_in[0];  
  assign sel_ob_LSB  = ui_in[1];        
  assign sel_CorF   = ui_in[2];       
reg [4:0] cnt;
reg [1:0] spi_state;
reg SCK;
wire CS;
wire SIO = uio_in[2];
assign uio_out[0] = CS;   
assign uio_out[1] = SCK;  
always @(posedge clk or negedge rst_n) begin
	if (!rst_n)
		cnt <= 5'd0;
	else if (cnt == 5'd28)
		cnt <= 5'd0;
	else
		cnt <= cnt + 1'b1;
end
always @(posedge clk or negedge rst_n) begin
        if (!rst_n)
		spi_state <= 2'b00;
	else begin
		case (cnt)
			5'd4:     spi_state <= 2'b01;
			5'd20:    spi_state <= 2'b00;
			5'd22:  spi_state <= 2'b10;
			default:           spi_state <= 2'b00;
		endcase
	end
end
assign CS = ~(spi_state == 2'b01);
always @(negedge clk or negedge rst_n) begin
	if (!rst_n)
		SCK <= 1'b0;
	else if (CS)
		SCK <= 1'b0;  
        else
		SCK <= ~SCK;  
end
reg [7:0] shift_reg;
always @(posedge SCK or negedge rst_n) begin
	if(!rst_n)
		shift_reg <= 8'h00;
	else
		shift_reg <= {shift_reg[6:0], SIO};
end
reg [7:0] temp_msb;
reg [7:0] temp_C;
always @(posedge clk or negedge rst_n) begin
	if(!rst_n) begin
		temp_msb <= 8'h00;
		temp_C   <= 8'h00;
	end
	else if (cnt == 5'd22) begin
		temp_msb <= shift_reg;
		temp_C   <= shift_reg <<< 1;  
	end
end
wire [7:0] temp_F;
assign temp_F = (temp_C << 1) + 8'd32;
wire [7:0] temp_select;
assign temp_select = sel_CorF ? temp_F : temp_C;
wire [3:0] bcd_msb;
wire [3:0] bcd_lsb;
wire       bcd_lsb_carry;
assign bcd_msb = (temp_select + (temp_select >> 1)) >> 4;
assign bcd_lsb = temp_select - ((bcd_msb << 3) + (bcd_msb << 1));
assign bcd_lsb_carry = bcd_lsb > 4'd9;
wire [3:0] bcd_data;
assign bcd_data = sel_ob_LSB ? bcd_lsb : bcd_msb;  
wire [7:0] char_C;
wire [7:0] char_F;
assign  char_C = 8'b00111001;  
assign  char_F = 8'b01110001;  
wire [7:0] seg_corf;
assign seg_CorF = sel_CorF ? char_F : char_C;
reg [7:0] seg_bcd;
always @(*) begin
	case (bcd_data)
		4'd0: seg_bcd = 8'b00111111;  
		4'd1: seg_bcd = 8'b00000110;  
		4'd2: seg_bcd = 8'b01011011;  
		4'd3: seg_bcd = 8'b01001111;  
		4'd4: seg_bcd = 8'b01100110;  
		4'd5: seg_bcd = 8'b01101101;  
		4'd6: seg_bcd = 8'b01111101;  
		4'd7: seg_bcd = 8'b00000111;  
		4'd8: seg_bcd = 8'b01111111;  
		4'd9: seg_bcd = 8'b01101111;  
		default: seg_bcd = 8'b00000000;  
	endcase
end
assign uo_out = sel_disp_mode ? seg_CorF : seg_bcd;
 endmodule
==> flow/run.sh <==
#!/bin/bash
# OpenROAD 26Q1-2900-gdf79404cd8, Yosys 0.63+post, stock flow scripts
make -C /OpenROAD-flow-scripts/flow DESIGN_CONFIG=/design/flow/config.mk WORK_HOME=/design/flow/orfs finish
==> flow/config.mk <==
export PLATFORM = sky130hd
export DESIGN_NAME = digital_temp_monitor_top
export DESIGN_NICKNAME = digital_temp_monitor_top
export VERILOG_FILES = /design/flow/design.v
export SDC_FILE = /design/flow/constraint.sdc
export NUM_CORES = 4
export LEC_CHECK = 1
export CORE_AREA = 10 10 94 94
export DIE_AREA = 0 0 104 104
==> flow/constraint.sdc <==
current_design digital_temp_monitor_top

set clk_period 5.0
set clk_io_pct 0.2

create_clock -name clk0 -period $clk_period [get_ports {clk}]

set non_clock_inputs [all_inputs -no_clocks]
set_input_delay [expr $clk_period * $clk_io_pct] -clock clk0 $non_clock_inputs
set_output_delay [expr $clk_period * $clk_io_pct] -clock clk0 [all_outputs]
==> reports/metrics.yaml <==
outcome:
  status: "complete, but fails checks"
  violations: "setup timing"
route:
  antenna_cells: 0
  num_vias: 1663
  drtIter0Drc: 50
  drc: 0
  wl_per_cell_um: 11.6
  drt-total-wl_um: 4350
  postRouteAntennaNets: 0
  vias_per_cell: 4.45
  firstDrtPassIters: 4
grt:
  grt_pass1_vias: 1665
  grt_pass1_wl_um: 7270
  grt_overflow_total: 0
  grt_usage: 0.0748
  grt_antenna_before_repair: 0
  grt_max_degree: 22
final_timing:
  fin_ws_ps: -234
  rsz0062_at_grt: "true"
  maxSlewViolCount: 0
  fmax_mhz: 191
  unclocked_regs: 7
  final_hold_viol_count: 0
  period_used_share: 1.05
  setup_viol: 7
  skew_ps: 19.2
  unconstrained_endpoints: 7
  period_minus_slack_ps: 5230
setup_path:
  cp.required_ps: 4000
  critPathArrivalTime_ps: 4230
  critPathMaxStageDelay_ps: 370
  slowest_stage: "or3_1"
  path_max_fanout: 4
  critical_path.startpoint_type: "input port"
  path_buffers: 11
  crit_path_end_kind: "output pin"
  path_class: "in2out"
  critPathMostFrequentCell: "buf_4"
  cp_cell_sequence: "buf_12, mux2i_4, inv_2, ha_4, and4b_4, buf_4, mux2i_2, buf_4, buf_4, buf_4, buf_4, buf_4, buf_4, o211a_1, or3_1, and2_4, buf_6, o2111a_1, a211oi_2, buf_2"
  critPathTopFamily: "buffers and inverters"
clock_network:
  cts_max_level: 1
  cts_tree: "yes"
  clockBufferDepth: 2
  hold_buffers: 0
  cts.root.buffer_cell: "clkbuf_8"
  clkTransAtPathRegs_ps: 40
  numCtsBuffers: 3
  clk_latency_ps: 260
finish:
  final_area_um2: 2840
  syn2layout_area_growth_pct: 54.6
  layout_top_cell: "buf_4"
  final_cell_mix: "69 x buf_4, 20 x dfrtp_1, 15 x conb_1"
  layout-drive-gt1-share: 0.496
yosys:
  synthCells: 193
  yosys_area_um2: 1840
  yosysWarnings: 5
  synth_area_um2: 1840
  ff_type: "dfrtp_1"
  yosysSeqAreaShare: 0.286
  syn_avg_cell_area_um2: 9.51
  ys_async_sr_fraction: 1.00
  synth-seq-cells: 21
  synthDistinctLibCells: 60
  synth-edff-count: 0
  yosys-stat-cells: 193
hold_path:
  hp-class: "reg2reg"
floorplan:
  die_h_um: 104
  chip_area_um2: 10800
  num_rows: 30
  fp.coreArea_um2: 6830
  die_x_um: 104
  fp_util: 0.269
  num_io_pins: 43
flow_run:
  maxCapViolations: 0
  warning_count: 47
placed_design:
  pre_cts_ws_ps: -1210
  post_dp_cell_area_um2: 2380
  gp_congestion: 0.850
  dp_hpwl_um: 3140
  portBuffers: 14
pwr:
  power_mw: 0.438
  max-vdd-ir-drop_mv: 0.160
  power_density_nw_per_um2: 154
  cellLeakagePower_nw: 1.28
[kinds of logic after synthesis]
kind of cell               synth area share
muxes                                0.0907
and+or+nand+nor                       0.176
xor gates and xnor gates             0.0191
adders and majority gates             0.109
DFF                                   0.286
AOI/OAI and AO/OA                     0.209
other                               0.00409
buffers and inverters                 0.106
[per-layer routing]
metal | track usage | wire length [um] | up-vias | share of wire
met5 | 0 | 0 | - | 0
met3 | 0.00627 | 102 | 0 | 0.023
met2 | 0.132 | 2190 | 27 | 0.50
li1 | - | - | 861 | -
met1 | 0.101 | 2050 | 775 | 0.47
met4 | 0.00398 | 0 | 0 | 0
[through the flow]
| stage | TNS (ps) | std cells | hold slack, ps | utilization |
|---|---|---|---|---|
| 3_5_place_dp | -8020 | 345 | 466 | 0.349 |
| 5_1_grt | -2390 | 374 | 488 | 0.415 |
| 6_report | -1250 | 374 | 457 | 0.415 |
| 2_1_floorplan | -224 | 206 | 403 | - |
| 3_3_place_gp | -7570 | 345 | 462 | 0.349 |
| 4_1_cts | -1310 | 370 | 476 | 0.398 |
[path summary, 6_finish.rpt]
path,start,endpoint,slack [ps],depth (start not counted)
hold reg to reg,SCK$_DFF_NN0_,SCK$_DFF_NN0_,460,1
max in group asynchronous,rst_n,SCK$_DFF_NN0_,1310,2
hold / removal,SCK$_DFF_NN0_,SCK$_DFF_NN0_,460,1
setup / recovery,ui_in[2],uo_out[5],-230,20
min in group asynchronous,rst_n,spi_state[2]$_DFF_PN0_,1100,2
setup reg to reg,spi_state[2]$_DFF_PN0_,SCK$_DFF_NN0_,1900,2
[worst reg2reg max path, stage by stage, from the launching register on]
cell,delay [ps]
dfrtp_1,350
inv_1,70
nor2_1,40
[what timing repair did]
item | 4_1_cts | 5_1_grt
buffers inserted | 21 | 4
setup endpoints to repair | 7 | 7
pin swaps | 24 | 18
gates resized | 55 | 19
[final cells by class]
cell class	instances	area [um^2]
multi-input cells	152	1410
flip-flops and latches	21	526
inverters	14	52.6
repair buffers	87	678
well taps	96	120
clock buffers	4	55.1
fillers	663	3990
[where the power goes]
part           total, mW  internal, mW  switching, mW
clock              0.104        0.0695         0.0347
sequential         0.113         0.113              0
combinational      0.220         0.124         0.0959
total              0.438         0.307          0.131
[Yosys cell counts (all sizes together) (2+ instances only)]
cell type	instances	area share
and2	3	0.012
nor2	6	0.012
o2111a	3	0.018
ha	16	0.11
or3b	2	0.0095
o21ai	10	0.029
a21oi	9	0.027
a31o	2	0.0095
mux2i	5	0.029
buf	18	0.076
o211a	2	0.011
nand2b	5	0.017
nor3b	2	0.0082
or2	2	0.0068
conb	2	0.0041
xor2	2	0.0095
xnor2	2	0.0095
nor2b	2	0.0068
or3	3	0.010
inv	13	0.027
nor3	3	0.0082
nand3	6	0.016
nand2	11	0.022
nand4	3	0.010
dfrtp	20	0.27
a2111oi	3	0.028
o2111ai	2	0.0095
mux2	10	0.061
a211oi	4	0.019
Power is estimated from default activity; no workload was simulated.
